$ cat flow/run.sh
#!/bin/bash
# OpenROAD 26Q1-2900-gdf79404cd8, Yosys 0.63+post, stock flow scripts
make -C /OpenROAD-flow-scripts/flow DESIGN_CONFIG=/design/flow/config.mk WORK_HOME=/design/flow/orfs finish
$ cat flow/config.mk
export PLATFORM = sky130hd
export DESIGN_NAME = Mat_mult
export DESIGN_NICKNAME = Mat_mult
export VERILOG_FILES = /design/flow/design.v
export SDC_FILE = /design/flow/constraint.sdc
export NUM_CORES = 4
export LEC_CHECK = 1
export CORE_UTILIZATION = 30
$ cat flow/constraint.sdc
current_design Mat_mult

set clk_period 7.6
set clk_io_pct 0.2

create_clock -name clk0 -period $clk_period

set non_clock_inputs [all_inputs -no_clocks]
set_input_delay [expr $clk_period * $clk_io_pct] -clock clk0 $non_clock_inputs
set_output_delay [expr $clk_period * $clk_io_pct] -clock clk0 [all_outputs]
$ cat flow/design.v
module Mat_mult(A,B,Res);
    input [31:0] A;
    input [31:0] B;
    output [31:0] Res;
    reg [31:0] Res;
    reg [7:0] A1 [0:1][0:1];
    reg [7:0] B1 [0:1][0:1];
    reg [7:0] Res1 [0:1][0:1];
    integer i,j,k;
    always@ (A or B)
    begin
        {A1[0][0],A1[0][1],A1[1][0],A1[1][1]} = A;
        {B1[0][0],B1[0][1],B1[1][0],B1[1][1]} = B;
        i = 0;
        j = 0;
        k = 0;
        {Res1[0][0],Res1[0][1],Res1[1][0],Res1[1][1]} = 32'd0;
        for(i=0;i < 2;i=i+1)
            for(j=0;j < 2;j=j+1)
                for(k=0;k < 2;k=k+1)
                    Res1[i][j] = Res1[i][j] + (A1[i][k] * B1[k][j]);
        Res = {Res1[0][0],Res1[0][1],Res1[1][0],Res1[1][1]};
    end
endmodule
module tb;
    reg [31:0] A;
    reg [31:0] B;
    wire [31:0] Res;
    Mat_mult uut (.A(A),
        .B(B),
        .Res(Res)
    );
    initial
	   begin
        A = 0;  B = 0;  #100;
        A = {8'd1,8'd2,8'd3,8'd4};
        B = {8'd5,8'd6,8'd7,8'd8};
        #5;
        $display(
          "%d %d\t  %d %d    %d %d\n", A[31:24], A[23:16], B[31:24], B[23:16], Res[31:24] ,Res[23:16],
          "\t X \t   =\n",
          "%d %d\t  %d %d    %d %d\n", A[15:8], A[7:0], B[15:8], B[7:0], Res[15:8], Res[7:0]
        );
     end
endmodule
==> flow_results.org <==
#+TITLE: Synthesis and PnR summary

** Layout
- In the layout the commonest cells are 159 x sky130_fd_sc_hd__inv_1, 139 x sky130_fd_sc_hd__and2_1, 127 x sky130_fd_sc_hd__nand2_1, 126 x sky130_fd_sc_hd__buf_4, 121 x sky130_fd_sc_hd__ha_1.
- The library cell used most frequently in the layout, excluding fill and tap cells, is sky130_fd_sc_hd__inv_1.
- Layout clock buffers :: 0
- Number of standard cells in the final layout excluding fillers :: 1471
- Share of cells above drive strength 1 :: 26.8%
- According to the cell report, flip-flops and latches in the layout number 0.
- Once layout is done, the placed cells without fillers occupy 0.0109 mm².
- The flow measured a signed area growth from synthesis to layout of 38.1%.
- In the final layout, flip-flops and latches occupy 0 µm².

** Timing
- After layout, the worst path uses 98.2% of the clock period.
- The final max-slew violation count recorded for this run is 0.
- Worst hold margin :: 3.92 ns
- Setup violators final :: 0
- Minimum period implied by the final worst setup slack :: 7.46 ns
- In the post-route analysis, the smallest setup slack over all paths is 0.139 ns.
- At the pin with the least slew margin, the transition time is 0.494 ns.
- Endpoints failing hold :: 0
- Worst slew margin :: 66.9%
- Fmax achieved :: 134 MHz
- Summed over all failing endpoints, the final setup total negative slack is 0 ns.

** GRT
- Gr usage total :: 17.9%
- The first global-routing pass estimated 35100 µm of wire.
- Entering global routing, the biggest net connects 16 pins.
- For this run the aggregate overflow at the end of global routing stands at 0.
- The number of global-route vias before repair was 6665.
- The number of antenna violations at the first check in global routing came to 0.

** Floorplanning
- Core ar. :: 0.0255 mm²
- The die is 164 µm tall.
- FP Rows :: 58
- From left edge to right edge, the die measures 164 µm.
- Total die area :: 0.0269 mm²
- Count of pins on the block boundary :: 96
- For this configuration, the core starts out at a cell density of 30.9%.

** Pwr
- Lkg Pwr :: 5.45 nW
- Areal power density over the cells :: 264 mW/mm²
- The worst VDD IR drop from the latest analysis is 0.362 mV.

** Synth
- Main logic family :: adder cells
- The cell type that accounts for the most area after synthesis is sky130_fd_sc_hd__fa_1.
- Yosys Warn Count :: 4
- Per the post-synthesis report, the number of cells in the design is 910.
- Post-synthesis cell area :: 0.00788 mm²
- Synth top area cells :: sky130_fd_sc_hd__fa_1 32%, sky130_fd_sc_hd__ha_1 22%, sky130_fd_sc_hd__and2_1 12%
- Register share after synthesis :: 0%
- For this design, Yosys synthesis ends with a cell count of 910.
- The chip area line in the Yosys stat output reads 0.00788 mm².
- Of the total synthesized cell area, the portion taken by full adders, half adders and majority gates is 53.7%.
- After Yosys synthesis, and, or, nand and nor cells account for 18.7% of the synthesized area.
- Synth top area share :: 31.5%
- Avg Cell Area, Syn :: 8.66 µm²
- Multiplexer share :: 0%
- Per the synthesis report, the AND-OR/OR-AND share of the synthesized area is 1.52%.
- Synth Area in XOR/XNOR :: 15.7%
- In the Yosys stats the netlist draws on 16 distinct library cells.

** Setup path
- The critical path is of the in2out type.
- Kind of end point of the critical path :: primary output
- The data required time reported for the critical path is 6.08 ns.
- At the worst endpoint, the arrival time is 5.94 ns.
- STA classifies the critical path startpoint as a primary input.
- Crit-path max FO :: 6

** Place
- Port buffer count :: 96
- RePlAce ended its routability-driven mode at a weighted congestion of 0.928.
- Placed Instance Area :: 0.0101 mm²
- The HPWL after detailed placement is 18900 µm.
- Post-Place Cells :: 1425
- Worst slack at placement :: -0.890 ns

** Job
- Number of logged tool warnings :: 33
- Maximum capacitance violations :: 0

** Route
- The final antenna diode tally reported by the flow is 0.
- The routed design shows a via density per instance of 4.39.
- Before antenna repair, the detailed router went through 5 iterations.
- In this run, the number of DRC markers left after iteration 0 of detailed routing was 167.
- Post-route ant nets :: 0
- The routed layout has 6459 vias.
- Mean routed wirelength per cell :: 15.2 µm
- Drt drc :: 0
- Post-detailed-routing wire length :: 22300 µm

** Hold path
- The min-delay analysis places its worst path in the category in2out.
- Hold Path Depth :: 4

** Clock network
- Post-CTS Hold Buffers :: 0

** Outcome
- The flow ran to the end, and the final reports show no timing, DRC or antenna violations.
## where the power goes
part / switching [mW] / internal, mW
registers: 0 / 0
clock network: 0 / 0
logic: 1.13 / 1.74
total: 1.13 / 1.74
## final timing paths
| path | from | end |
|---|---|---|
| setup / recovery | A[25] | Res[31] |
| hold / removal | A[8] | Res[0] |
## cells in the mapped netlist
library cell,n
sky130_fd_sc_hd__a21o_1,4
sky130_fd_sc_hd__a21oi_1,12
sky130_fd_sc_hd__and2_1,145
sky130_fd_sc_hd__buf_2,3
sky130_fd_sc_hd__buf_4,1
sky130_fd_sc_hd__clkbuf_1,27
sky130_fd_sc_hd__clkbuf_2,3
sky130_fd_sc_hd__fa_1,124
sky130_fd_sc_hd__ha_1,140
sky130_fd_sc_hd__inv_1,180
sky130_fd_sc_hd__nand2_1,143
sky130_fd_sc_hd__nor2_1,8
sky130_fd_sc_hd__o21bai_1,4
sky130_fd_sc_hd__xnor2_1,79
sky130_fd_sc_hd__xnor3_1,16
sky130_fd_sc_hd__xor2_1,21
## stage by stage
stage          util [%]  total power [mW]
6_report           42.7              2.87
5_1_grt            42.7              3.24
4_1_cts            41.6              2.77
3_5_place_dp       39.6              2.75
3_3_place_gp       39.6              2.75
2_1_floorplan         -              1.43
## area by class of cell
cell class	instances	area, µm²
Fill cell	2374	14600
Inverter	180	676
Multi-Input combinational cell	696	7470
Tap cell	330	413
Timing Repair Buffer	265	2320
## cells by family after synthesis
family / Yosys count
simple gates: 296
buf+inv: 214
compound gates: 20
fa+ha+maj: 264
xor+xnor: 116
## repair_timing
| item | CTS | global route |
|---|---|---|
| gates resized | 242 | 99 |
| endpoints found under the setup margin | 13 | 11 |
| cloned | 2 | 0 |
| buffers inserted | 39 | 14 |
| pin swaps | 79 | 89 |
## worst max-delay path: stages
cell,delay [ns]
sky130_fd_sc_hd__clkdlybuf4s15_2,0.21
sky130_fd_sc_hd__buf_6,0.13
sky130_fd_sc_hd__buf_4,0.14
sky130_fd_sc_hd__and2_1,0.16
sky130_fd_sc_hd__fa_1,0.44
sky130_fd_sc_hd__ha_1,0.29
sky130_fd_sc_hd__ha_1,0.32
sky130_fd_sc_hd__fa_1,0.56
sky130_fd_sc_hd__fa_1,0.43
sky130_fd_sc_hd__fa_1,0.44
sky130_fd_sc_hd__ha_1,0.30
sky130_fd_sc_hd__a21oi_1,0.18
sky130_fd_sc_hd__o21bai_1,0.12
sky130_fd_sc_hd__a21oi_2,0.17
sky130_fd_sc_hd__xnor3_1,0.42
sky130_fd_sc_hd__clkbuf_2,0.11
## layer usage
layer | global-route usage (%) | share of wire [%] | up-vias
li1 | - | - | 3162
met1 | 25.3 | 44 | 3087
met2 | 28.4 | 46 | 190
met3 | 5.74 | 8.1 | 20
met4 | 1.73 | 1.5 | 0
met5 | 0 | 0 | -
Power and IR drop assume default switching activity.
